$ cat config.mk
export PLATFORM = sky130hd
export DESIGN_NAME = GoToFloor
export DESIGN_NICKNAME = GoToFloor
export VERILOG_FILES = /design/flow/design.v
export SDC_FILE = /design/flow/constraint.sdc
export NUM_CORES = 4
export LEC_CHECK = 1
export CORE_AREA = 10 10 70 70
export DIE_AREA = 0 0 80 80
$ cat constraint.sdc
current_design GoToFloor

set clk_period 1.1
set clk_io_pct 0.2

create_clock -name clk0 -period $clk_period [get_ports {clk}]

set non_clock_inputs [all_inputs -no_clocks]
set_input_delay [expr $clk_period * $clk_io_pct] -clock clk0 $non_clock_inputs
set_output_delay [expr $clk_period * $clk_io_pct] -clock clk0 [all_outputs]
$ cat design.v
`timescale 1ns / 1ps
module GoToFloor(F, B, S, clk);
output reg [3:0]F;
input [3:0]B;
input clk;
input [2:0]S;
initial
	begin
	F[3] <= 0;
	F[2] <= 0;
	F[1] <= 0;
	F[0] <= 0;
	end
always @(posedge clk)
begin
	 case ({B,S})
      6'b100000  : F[3] <= 1;
      6'b010000  : F[2] <= 1;
		6'b001000  : F[1] <= 1;
      6'b000100  : F[0] <= 1;
		6'b100011  : F[3] <= 0;
      6'b010010  : F[2] <= 0;
		6'b001001  : F[1] <= 0;
      6'b000100  : F[0] <= 0;
    endcase	
end
endmodule
$ cat run.sh
#!/bin/bash
# OpenROAD 26Q1-2900-gdf79404cd8, Yosys 0.63+post, stock flow scripts
make -C /OpenROAD-flow-scripts/flow DESIGN_CONFIG=/design/flow/config.mk WORK_HOME=/design/flow/orfs finish
==> flow_summary.ini <==
; synthesis and place-and-route metrics
[status]
outcome = finished clean

[layout]
largest_reg_flops = 4
final_layout_top_logic_cell = dlygate4sd2_1
layout_top_cells = 9 x dlygate4sd2_1, 4 x edfxtp_1, 4 x buf_4
top_regs = F: 4 flops
regMostFlops = F
drive_gt1_frac = 0.297
fin_cells = 83
syn_to_final_growth_pct = 98.8

[placement]
numPortBuffers = 11
dp.cells = 78
routabilityCongestion = 0.815

[grt]
grt_overflow = 0
antenna_found_initial = 0
grt_max_degree = 5
grt_pass1_vias = 241
grt_pass1_wl_um = 1140
grt_util_all_layers = 0.0237

[run]
maxCapViolCount = 0
warnings = 25

[timing]
hold_slack_ps = 467
period_needed_ps = 1050
finalClockPeriodUsage = 0.952
hold_violations = 0
fmax_mhz = 954
finalSetupViolCount = 0
drv_slew = 0
rsz0062_at_grt = false

[cts]
cts.sinks = 4
cts_hold_buf = 0
cts_max_path_buffers = 2
h-tree-depth = 1
cts_tree = yes
cts_buffers = 3
cts_root_buf = clkbuf_4
clk_pin_slew_ps = 40

[critical_path]
crit_path_max_incr_delay_ps = 340
arrival_ps = 830
crit_type = flop to primary output
crit_slowest_cell = edfxtp_1
required_ps = 880
critPathTopFamily = flip-flops
cp.depth = 1
cp_num_buf_inv = 1
cp-start-kind = flop
crit_chain = dlygate4sd2_1
crit_fanout = 1
critPathLaunch = F[3]
endpoint_kind = primary output

[die]
core_region_area_sq_um = 3420
dieArea_sq_um = 6400
die_y_um = 80
ios = 12
fp_util = 0.0634
row_count = 21
die_w_um = 80

[routing]
drt_pass1_iterations = 2
ant_nets = 0
drc = 0
first_iter_violations = 15
routed-via-count = 220
diodes = 0
wl_per_cell_um = 8.59
drt-total-wl_um = 713
viasPerCell = 2.65

[yosys]
ys_area_sq_um = 216
numSynthFlops = 4
postSynthAreaPerCell_sq_um = 11.4
synth_area_leader_cell = edfxtp_1
yosysTopAreaCellShare = 0.555
syn_area_sq_um = 216
synth_seq_share = 0.555
yosys_cells = 19
synth_cell_types = 9
yosysWarnings = 1
syn_inst = 19
area_leaders = edfxtp_1 55%, and3_1 8.7%, nand4_1 8.7%

[hold_path]
holdPathStages = 2
hp-class = input port to flop
min_from = S[0]

[power_and_ir_drop]
irDropWorstVdd_mv = 0.214
power.density_nw_per_um2 = 962
p_leak_uw = 0.000177
report_power, final:
group | internal (uW) | switching [uW] | total, uW
Clock | 122 | 66.6 | 189
Sequential | 169 | 0.359 | 169
Combinational | 30.3 | 25.9 | 56.2
synth_stat cells:
cell type  count
nor2_1         4
conb_1         1
nor3_2         1
edfxtp_1       4
nor3b_2        1
and4_1         1
xnor2_1        1
nand4_1        3
and3_1         3
worst paths after layout:
check	slack, ps	to
setup / recovery	50	F[3]
hold / removal	470	F[1]
per-stage QoR:
stage               setup WS (ps)  TNS (ps)  utilization  cell area (sq um)  total power (uW)
finish                       52.3         0        0.126                430               414
global route                 8.20         0        0.126                430               438
CTS                          10.1         0        0.125                428               422
detailed placement           -342     -2000        0.117                399               231
global placement             -304     -1780        0.117                399               227
floorplan                     201         0            -                216               184
timing repair:
item                       CTS  global route
buffers inserted             2             0
setup endpoints to repair    8             2
pin swaps                    3             0
resized                     13             2
cells by family after synthesis:
kind of cell | Yosys count | synth area share
AND/OR/NAND/NOR | 13 | 0.387
other | 1 | 0.0173
XOR/XNOR | 1 | 0.0405
flip-flops | 4 | 0.555
layer usage:
layer | part of all wire | track usage
met5 | 0 | 0
met4 | 0 | 0.00528
met1 | 0.43 | 0.0255
met2 | 0.35 | 0.0281
met3 | 0.22 | 0.0295
cell type report:
class,instances,area [sq um]
Clock buffer,3,22.5
Timing Repair Buffer,15,129
Tap cell,46,57.6
Sequential cell,4,120
Fill cell,401,2990
Multi-Input combinational cell,15,101
Power and IR drop assume default switching activity.
