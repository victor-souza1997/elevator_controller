<file path="design/flow/config.mk">
export PLATFORM = sky130hd
export DESIGN_NAME = clock_base10
export DESIGN_NICKNAME = clock_base10
export VERILOG_FILES = /design/flow/design.v
export SDC_FILE = /design/flow/constraint.sdc
export NUM_CORES = 4
export LEC_CHECK = 1
export CORE_UTILIZATION = 50
</file>
<file path="design/flow/constraint.sdc">
current_design clock_base10

set clk_period 4.7
set clk_io_pct 0.2

create_clock -name clk0 -period $clk_period [get_ports {CCLK}]

set non_clock_inputs [all_inputs -no_clocks]
set_input_delay [expr $clk_period * $clk_io_pct] -clock clk0 $non_clock_inputs
set_output_delay [expr $clk_period * $clk_io_pct] -clock clk0 [all_outputs]
</file>
<file path="design/flow/design.v">
`timescale 1ns / 1ps
module clock_base10 (clk, clk_scale, CCLK);
	output reg   clk;
	input [31:0] clk_scale;
	input 		 CCLK;
	reg [31:0]   clkq = 0;
	always @(posedge CCLK) 
	begin
		clkq <= clkq + 1;
		if (clkq >= clk_scale) 
		begin
			clk <= ~clk;
			clkq <= 0;
		end
	end
endmodule
</file>
<file path="design/flow/run.sh">
#!/bin/bash
# OpenROAD 26Q1-2900-gdf79404cd8, Yosys 0.63+post, stock flow scripts
make -C /OpenROAD-flow-scripts/flow DESIGN_CONFIG=/design/flow/config.mk WORK_HOME=/design/flow/orfs finish
</file>
==> impl_metrics.xml <==
<?xml version="1.0" encoding="UTF-8"?>
<metrics>
  <group name="outcome">
    <metric name="run_status" unit="">complete, no violations</metric>
  </group>
  <group name="floorplan">
    <metric name="die_h" unit="um">70.4</metric>
    <metric name="chip_area" unit="mm2">0.00496</metric>
    <metric name="floorplan.core_area" unit="mm2">0.00441</metric>
    <metric name="floorplanUtilization" unit="">0.530</metric>
    <metric name="io-pin-count" unit="">34</metric>
    <metric name="chip_width" unit="um">70.4</metric>
    <metric name="row_count" unit="">24</metric>
  </group>
  <group name="clocking">
    <metric name="cts-buffers-inserted" unit="">5</metric>
    <metric name="cts.reportedPaths.clkPinSlew" unit="ns">0.07</metric>
    <metric name="clock_sinks" unit="">33</metric>
    <metric name="hold_buffers" unit="">0</metric>
    <metric name="cts-root-to-sink-buffers" unit="">2</metric>
    <metric name="post_cts_resized" unit="">0</metric>
    <metric name="htreeDepth" unit="">2</metric>
    <metric name="worstSkewPairLatency" unit="ns">0.28</metric>
    <metric name="clockRootBuffer" unit="">sky130_fd_sc_hd__clkbuf_8</metric>
    <metric name="cts_setup_buffers" unit="">0</metric>
    <metric name="cts_tree" unit="">done</metric>
  </group>
  <group name="timing">
    <metric name="finalSetupViolations" unit="">0</metric>
    <metric name="final.period_utilization" unit="">0.698</metric>
    <metric name="minimum_setup_slack_in_the_final_design" unit="ns">1.42</metric>
    <metric name="worst_pin_slew" unit="ns">0.541</metric>
    <metric name="final.min_clock_period" unit="ns">3.28</metric>
    <metric name="final.setup.tns" unit="ns">0</metric>
    <metric name="clock_skew_after_layout" unit="ns">0.00379</metric>
    <metric name="rsz0062_at_grt" unit="">false</metric>
    <metric name="finalHoldViolCount" unit="">0</metric>
    <metric name="drv_slew" unit="">0</metric>
    <metric name="relative_max_transition_margin" unit="">0.637</metric>
    <metric name="max_frequency" unit="MHz">305</metric>
  </group>
  <group name="logic_synthesis">
    <metric name="ys_async_sr_fraction" unit="">0</metric>
    <metric name="ys_cells" unit="">283</metric>
    <metric name="synthesis.area" unit="mm2">0.00234</metric>
    <metric name="netlist_top_cells_area" unit="">sky130_fd_sc_hd__dfxtp_1 27%, sky130_fd_sc_hd__ha_1 18%, sky130_fd_sc_hd__nor3_1 7.9%, sky130_fd_sc_hd__xnor2_1 7.1%, sky130_fd_sc_hd__inv_1 6.3%</metric>
    <metric name="synth.cells.most_frequent" unit="">39 x sky130_fd_sc_hd__inv_1, 37 x sky130_fd_sc_hd__nor3_1, 33 x sky130_fd_sc_hd__ha_1</metric>
    <metric name="synthesis.yosys.warnings" unit="">1</metric>
    <metric name="synth-main-ff-cell" unit="">sky130_fd_sc_hd__dfxtp_1</metric>
    <metric name="post_synth_top_area_share" unit="">0.274</metric>
    <metric name="postSynthSeqShare" unit="">0.286</metric>
    <metric name="synth.avg_cell_area" unit="um2">8.27</metric>
    <metric name="ys_area" unit="mm2">0.00234</metric>
    <metric name="ys.flops" unit="">33</metric>
    <metric name="synthCells" unit="">283</metric>
    <metric name="enable_flop_cells" unit="">1</metric>
    <metric name="synth.distinct_cells" unit="">35</metric>
    <metric name="yosys.cell_count.top_type" unit="">sky130_fd_sc_hd__inv_1</metric>
    <metric name="largest_area_cell" unit="">sky130_fd_sc_hd__dfxtp_1</metric>
  </group>
  <group name="setup_path">
    <metric name="reg2regPathDepth" unit="">7</metric>
    <metric name="r2r_setup_slack" unit="ns">2.20</metric>
    <metric name="setup.worst_path.start_class" unit="">primary input</metric>
    <metric name="crit_required" unit="ns">4.71</metric>
    <metric name="timing_worst_setup_path_type" unit="">primary input to flop</metric>
    <metric name="worstSetupEndpointType" unit="">flop</metric>
    <metric name="critPathArrivalTime" unit="ns">3.29</metric>
    <metric name="worstReg2RegStart" unit="">clkq[14]</metric>
    <metric name="worstReg2RegEnd" unit="">clk</metric>
    <metric name="critical_path.max_fanout" unit="">14</metric>
    <metric name="crit_path_end" unit="">clk</metric>
    <metric name="cp-startpoint" unit="">clk_scale[15]</metric>
  </group>
  <group name="detailed_routing">
    <metric name="routed-via-count" unit="">1953</metric>
    <metric name="avgViaCountPerCell" unit="">5.31</metric>
    <metric name="ant_nets" unit="">0</metric>
    <metric name="postRouteWirelength" unit="mm">4.52</metric>
    <metric name="route.detailed.drc" unit="">0</metric>
    <metric name="starting_drt_drc_count" unit="">96</metric>
    <metric name="num_antenna_cells" unit="">0</metric>
    <metric name="wire_length_per_cell_after_detailed_routing" unit="um">12.3</metric>
    <metric name="drt-pass1-iter-count" unit="">4</metric>
  </group>
  <group name="power_and_ir_drop">
    <metric name="p_leak" unit="nW">1.24</metric>
    <metric name="vdd.ir_drop.worst" unit="uV">246</metric>
    <metric name="power_density" unit="mW/mm2">328</metric>
  </group>
  <group name="layout">
    <metric name="layout-area-overhead-vs-synth" unit="%">18.3</metric>
    <metric name="final_layout_size_suffix_gt1_frac" unit="">0.0570</metric>
    <metric name="finalInstanceArea" unit="mm2">0.00277</metric>
  </group>
  <group name="place">
    <metric name="detailedPlace.worstSlack" unit="ns">1.11</metric>
    <metric name="numPortBuffers" unit="">33</metric>
    <metric name="gp_congestion" unit="">0.800</metric>
    <metric name="detailed_place.area" unit="mm2">0.00269</metric>
    <metric name="place_hpwl" unit="mm">3.35</metric>
  </group>
  <group name="run">
    <metric name="openroad.warnings" unit="">26</metric>
    <metric name="max_cap_viol_count" unit="">0</metric>
  </group>
  <group name="global_routing">
    <metric name="grt_usage" unit="">0.196</metric>
    <metric name="grt_antenna_before_repair" unit="">0</metric>
    <metric name="grt_start_max_net_pins" unit="">34</metric>
    <metric name="grt_pass1_vias" unit="">1761</metric>
    <metric name="grt-ovfl-total" unit="">0</metric>
    <metric name="grt_first_pass_wirelength" unit="mm">7.73</metric>
  </group>
  <group name="hold_path">
    <metric name="min-delay-path-class" unit="">flop to flop</metric>
  </group>
</metrics>
==> cell usage in the layout (no fill, tap or decap), drive strengths merged, types with 4 or more instances in the layout <==
cell / synthesis / routed
clkdlybuf4s50: 0 / 33
nand4: 12 / 12
nor2: 7 / 7
xor2: 11 / 11
ha: 33 / 33
nand3: 8 / 8
a21oi: 12 / 12
dfxtp: 32 / 32
nor3: 41 / 41
inv: 39 / 39
xnor2: 19 / 19
o21ai: 6 / 6
and4: 5 / 5
and3: 4 / 4
nand2: 21 / 21
clkbuf: 7 / 6
nor4: 6 / 6
==> how the worst min path moves through the flow <==
stage,from,end,slack (ns),cells past startpoint
5_1_grt,clkq[0],clkq[0],0.52,1
6_report,clkq[0],clkq[0],0.49,1
4_1_cts,clkq[0],clkq[0],0.49,1
==> state kept, by name, summed over array words and instances, names as in the netlist <==
name  cells
clk       1
clkq     32
==> power by group <==
part,internal (mW),switching (mW)
Sequential,0.346,0.0774
Clock,0.103,0.105
Combinational,0.146,0.133
==> kinds of logic (layout without fill, tap and decap cells) <==
kind of cell    count (synthesis)  after routing  synth area share
compound gates                 27             27            0.0759
xor+xnor                       30             30             0.112
simple gates                  110            110             0.254
buf+inv                        50             83            0.0946
fa+ha+maj                      33             33             0.176
flops                          33             33             0.286
==> worst max-delay path: stages <==
cell,delay [ns]
sky130_fd_sc_hd__clkdlybuf4s50_1,0.45
sky130_fd_sc_hd__inv_1,0.04
sky130_fd_sc_hd__ha_1,0.30
sky130_fd_sc_hd__nand4_1,0.13
sky130_fd_sc_hd__nor3_2,0.24
sky130_fd_sc_hd__or4b_1,0.51
sky130_fd_sc_hd__a311oi_4,0.29
sky130_fd_sc_hd__buf_4,0.25
sky130_fd_sc_hd__or2_2,0.13
==> metrics by stage <==
stage / hold WS (ns) / util / total power, mW / instances
after global routing: 0.516 / 0.628 / 0.988 / 368
after detailed placement: 0.478 / 0.609 / 0.711 / 360
after global placement: 0.474 / 0.609 / 0.709 / 360
after CTS: 0.489 / 0.628 / 0.919 / 368
final: 0.487 / 0.628 / 0.909 / 368
after floorplan: 0.450 / - / 0.624 / 283
==> metal layers <==
layer	global-route usage	share of wire	vias to the layer above
met1	0.286	0.52	873
li1	-	-	1047
met4	0.0178	0.012	0
met2	0.328	0.44	28
met5	0	0	-
met3	0.0292	0.033	5
==> layout make-up <==
class / count / area (um2)
Fill cell: 383 / 1640
Multi-Input combinational cell: 200 / 1450
Sequential cell: 33 / 671
Timing Repair Buffer: 36 / 353
Inverter: 39 / 146
Clock buffer: 6 / 72.6
Tap cell: 52 / 65.1
Clock inverter: 2 / 10.0
Power and IR drop assume default switching activity.
